[config.mk]
export PLATFORM = sky130hd
export DESIGN_NAME = register_file
export DESIGN_NICKNAME = register_file
export VERILOG_FILES = /design/flow/design.v
export SDC_FILE = /design/flow/constraint.sdc
export NUM_CORES = 4
export LEC_CHECK = 1
export CORE_UTILIZATION = 40
[constraint.sdc]
current_design register_file

set clk_period 8.8
set clk_io_pct 0.2

create_clock -name clk0 -period $clk_period [get_ports {clk}]

set non_clock_inputs [all_inputs -no_clocks]
set_input_delay [expr $clk_period * $clk_io_pct] -clock clk0 $non_clock_inputs
set_output_delay [expr $clk_period * $clk_io_pct] -clock clk0 [all_outputs]
[design.v]
module register_file(
    input              clk,
    input              rst_n,
    input   [  4 : 0 ] rs1_idx,
    input   [  4 : 0 ] rs2_idx,
    input   [  4 : 0 ] rd_idx,
    input              reg_write,
    input   [ 31 : 0 ] rd_data,
    output  [ 31 : 0 ] rs1_data,
    output  [ 31 : 0 ] rs2_data
);
    integer i;
    assign rs1_data = ((rd_idx == rs1_idx) && (rd_idx != 'd0)) ? rd_data : registers[rs1_idx];
    assign rs2_data = ((rd_idx == rs2_idx) && (rd_idx != 'd0)) ? rd_data : registers[rs2_idx];
    reg [31:0] registers [0:31];
    always @(posedge clk or negedge rst_n) begin
        if (~rst_n) begin
            for(i = 0; i < 32; i = i + 1) begin
                registers[i] <= 0;
            end
        end
        else begin
            if(reg_write && rd_idx != 'd0) begin
                registers[rd_idx] <= rd_data;
            end
        end
    end
endmodule
[run.sh]
#!/bin/bash
# OpenROAD 26Q1-2900-gdf79404cd8, Yosys 0.63+post, stock flow scripts
make -C /OpenROAD-flow-scripts/flow DESIGN_CONFIG=/design/flow/config.mk WORK_HOME=/design/flow/orfs finish
==> GITHUB_STEP_SUMMARY <==
### Flow metrics

| Metric | Value |
|---|---|
| Top-level I/O count | `114` |
| Grt total ovfl | `0` |
| Setup tns final | `0 ns` |
| DR pass1 iterations | `24` |
| EDFF count, synth | `0` |
| Crit Path Class | `in -> out` |
| Final ANT Viol Nets | `0` |
| GRT Total Usage | `0.470` |
| Registers, synthesis | `1024` |
| Max-cap violation count | `0` |
| Max H-tree Level | `3` |
| Final Instance Area | `0.0614 mm^2` |
| Final WL | `306000 um` |
| Cell row count | `133` |
| Worst-path maximum fanout | `28` |
| Post-Syn Area | `0.0529 mm^2` |
| TritonCTS Buffers | `115` |
| Leakage | `27.1 nW` |
| Largest net degree at the start of global routing | `124` |
| Routed len/inst | `46.6 um` |
| Hold Buf Count CTS | `0` |
| Synth Seq Share | `0.484` |
| Routed vias | `48700` |
| Syn_area_per_cell | `11.4 um^2` |
| Reg clk slew, reported paths | `0.06 ns` |
| CTS tree | `yes` |
| Die width | `366 um` |
| Terminus of the critical flop-to-flop path | `registers[18][13]` |
| P&R area growth vs syn | `16.0%` |
| Hold path cells | `0` |
| Fin crit share | `0.876` |
| I/O Buffers | `113` |
| Arr. time, crit path | `5.94 ns` |
| Placed Area | `0.0571 mm^2` |
| Fin. Hold Viols | `0` |
| Clk latency of the worst-skew pair | `0.79 ns` |
| Tool Warnings | `46` |
| Largest Register | `registers` |
| Fill cells | `11700` |
| Cell Type Count | `71` |
| Most common cell type on the critical path | `buf_4` |
| Cells after synthesis | `4636` |
| YS chip area | `0.0529 mm^2` |
| Hold crit path type | `reg -> reg` |
| RSZ-0062 raised after global routing | `no` |
| Fmax | `0.130 GHz` |
| Peak VDD IR | `190 uV` |
| Initial antenna violation count | `33` |
| DR iter-0 viols | `6087` |
| Die area | `0.134 mm^2` |
| Clock skew | `0 ns` |
| Drt drc | `0` |
| Commonest flop | `dfrtp_1` |
| Slew margin rel. | `0.128` |
| Shortest period the worst path allows | `7.70 ns` |
| Setup crit end kind | `primary output` |
| Setup Viol. Count Final | `0` |
| CP max stage delay | `0.80 ns` |
| Max reg flops | `1024` |
| Clock Root Buffer | `clkbuf_16` |
| Reg2reg path depth | `1` |
| Slowest library cell on the worst path | `nor2_4` |
| Crit Reg-Reg Startpoint | `registers[18][13]` |
| Via density | `7.41` |
| Clk buf depth | `3` |
| Post-cts gate resize count | `0` |
| First-pass GRT wire length | `412000 um` |
| Layout cell share with drive strength beyond 1 | `0.345` |
| HPWL after DPL | `193000 um` |
| Least-Margin Pin Slew | `1.31 ns` |
| Slew Limit Fails | `0` |
| Async set-reset flop share out of synthesis | `1.00` |
| Setup slack, reg-to-reg | `7.76 ns` |
| Yosys cell count | `4636` |
| Post-CTS setup buffers | `0` |
| Fp_density | `0.403` |
| Clk sink count | `1024` |
| Die Height | `366 um` |
| Type of origin of the critical path | `input port` |
| Pwr/cell area | `228 mW/mm^2` |
| Core ar. | `0.131 mm^2` |
| Run status | `complete, no violations` |
| Synth warnings | `2` |
| Critical Path, Cell by Cell | `buf_2, buf_4, or3b_1, nor2_4, buf_4, a22oi_1, and4_1, a31oi_1, clkdlybuf4s50_1` |
| Biggest regs | `registers: 1024 flops` |
| Worst Path Required | `7.04 ns` |
| Gp weighted congestion | `1.08` |
| Beginning of the worst hold path | `registers[0][14]` |
| Vias in the first global route | `47300` |
| Hold EP | `registers[0][14]` |
-- placed cells by master, fill, tap and decap left out, drive strengths merged, types with 48 or more instances in the layout --
| cell type | count |
|---|---|
| a2111oi | 98 |
| a21oi | 77 |
| a22o | 48 |
| a22oi | 580 |
| and3 | 295 |
| buf | 316 |
| clkbuf | 152 |
| clkdlybuf4s50 | 102 |
| dfrtp | 1024 |
| mux2 | 993 |
| nand2 | 168 |
| nand3 | 73 |
| nand4 | 120 |
| nor2 | 127 |
| nor4 | 63 |
| o21ai | 53 |
-- worst max path at each step --
stage	start	to
6_report	rs1_idx[2]	rs1_data[15]
5_1_grt	rs1_idx[2]	rs1_data[15]
4_1_cts	rs1_idx[2]	rs1_data[15]
-- power breakdown --
group / switching [mW] / total, mW / internal (mW)
Combinational: 1.07 / 2.11 / 1.04
Sequential: 0.964 / 6.55 / 5.59
Clock: 2.22 / 5.36 / 3.14
Total: 4.25 / 14.0 / 9.77
-- metal layers --
metal  track usage  vias to the layer above  routed length [um]
li1              -                    18000                   -
met1         0.572                    24500              106000
met2         0.597                     4532              118000
met3         0.322                     1576               53700
met4         0.305                       37               26900
met5        0.0420                        -                 647
-- cell type report --
type / instances / area [um^2] / area share
multi-input combinational: 3101 / 25700 / 0.419
timing repair buffer: 418 / 3520 / 0.0573
inverter: 12 / 45.0 / 0.000734
tap: 1755 / 2200 / 0.0358
clock buffer: 152 / 3280 / 0.0534
sequential: 1024 / 25600 / 0.417
clock inverter: 67 / 915 / 0.0149
antenna: 43 / 108 / 0.00175
-- through the flow --
stage | total power, mW | hold slack (ns) | instances | util | worst slack [ns]
after CTS | 13.9 | 0.399 | 6529 | 0.467 | 1.39
final | 14.0 | 0.397 | 6572 | 0.468 | 1.10
after floorplan | 7.36 | 0.446 | 4636 | - | 3.71
after global placement | 8.58 | 0.385 | 6310 | 0.435 | 1.43
after global routing | 14.4 | 0.408 | 6540 | 0.467 | 1.29
after detailed placement | 8.61 | 0.386 | 6310 | 0.435 | 1.43
-- logic make-up (layout without fill, tap and decap cells) --
kind of cell,Yosys count,after routing,synth area share
XOR/XNOR,8,8,0.00132
buffers and inverters,511,649,0.0413
AND/OR/NAND/NOR,1013,1013,0.107
flip-flops,1024,1024,0.484
AND-OR/OR-AND,1059,1059,0.149
other,0,43,0
multiplexers,1021,1021,0.217
-- critical path, delay by kind of cell --
family | cells | cell delay, ns
compound gates | 2 | 0.62
buf+inv | 4 | 1.88
simple gates | 3 | 1.63
-- synth_stat cells (all sizes together) (16+ instances only) --
library cell	number	area (um^2)
a2111oi	98	877
a21oi	77	385
a221oi	22	193
a22o	48	420
a22oi	580	4350
a2bb2oi	18	158
a31oi	24	150
a32oi	21	184
and3	295	1850
buf	189	977
clkbuf	310	1160
dfrtp	1024	25600
mux2	993	11200
mux2i	28	280
nand2	168	631
nand3	73	365
nand4	120	751
nor2	127	524
nor2b	16	100
nor3	47	240
nor3b	16	130
nor4	63	407
o21ai	53	265
o22ai	44	275
o31ai	21	158
No activity file was given, so power comes from the tool's default toggle rates.
