<file path="flow/config.mk">
export PLATFORM = sky130hd
export DESIGN_NAME = alu_src_mux
export DESIGN_NICKNAME = alu_src_mux
export VERILOG_FILES = /design/flow/design.v
export SDC_FILE = /design/flow/constraint.sdc
export NUM_CORES = 4
export LEC_CHECK = 1
export CORE_AREA = 10 10 145 145
export DIE_AREA = 0 0 155 155
</file>
<file path="flow/design.v">
module alu_src_mux (
    input      [  1 : 0 ] alu_src1,
    input      [  1 : 0 ] alu_src2,
    input      [  1 : 0 ] rs1_forward,
    input      [  1 : 0 ] rs2_forward,
    input      [ 31 : 0 ] rs1_data,
    input      [ 31 : 0 ] rs2_data,
    input      [ 31 : 0 ] pc,
    input      [ 31 : 0 ] ex_mem_rd_data,
    input      [ 31 : 0 ] mem_wb_rd_data,
    input      [ 31 : 0 ] imm,
    output reg [ 31 : 0 ] alu_rs1,
    output reg [ 31 : 0 ] alu_rs2,
    output     [ 31 : 0 ] rs2_for_mem,
    output     [ 31 : 0 ] rs1_for_branch
);
    assign rs2_for_mem = (rs2_forward == 2'b01) ? ex_mem_rd_data : (rs2_forward == 2'b10) ? mem_wb_rd_data : rs2_data;
    assign rs1_for_branch = (rs1_forward == 2'b01) ? ex_mem_rd_data : (rs1_forward == 2'b10) ? mem_wb_rd_data : rs1_data;
    always @(*) begin
        case(alu_src1)
            2'b00: begin
                alu_rs1 = (rs1_forward == 2'b01) ? ex_mem_rd_data : (rs1_forward == 2'b10) ? mem_wb_rd_data : rs1_data;
            end
            2'b01: begin
                alu_rs1 = pc;
            end
            2'b10: begin
                alu_rs1 = 0;
            end
            default: begin
                alu_rs1 = 0;
            end
        endcase
    end
    always @(*) begin
        case(alu_src2)
            2'b00: begin
                alu_rs2 = (rs2_forward == 2'b01) ? ex_mem_rd_data : (rs2_forward == 2'b10) ? mem_wb_rd_data : rs2_data;
            end
            2'b01: begin
                alu_rs2 = imm;
            end
            2'b10: begin
                alu_rs2 = 4;  
            end
            default: begin
                alu_rs2 = 0;
            end
        endcase
    end
endmodule
</file>
<file path="flow/constraint.sdc">
current_design alu_src_mux

set clk_period 9.0
set clk_io_pct 0.2

create_clock -name clk0 -period $clk_period

set non_clock_inputs [all_inputs -no_clocks]
set_input_delay [expr $clk_period * $clk_io_pct] -clock clk0 $non_clock_inputs
set_output_delay [expr $clk_period * $clk_io_pct] -clock clk0 [all_outputs]
</file>
<file path="flow/run.sh">
#!/bin/bash
# OpenROAD 26Q1-2900-gdf79404cd8, Yosys 0.63+post, stock flow scripts
make -C /OpenROAD-flow-scripts/flow DESIGN_CONFIG=/design/flow/config.mk WORK_HOME=/design/flow/orfs finish
</file>
==> changes_impl.md <==
### Changed

* Die X at 155 um
* Pin count of the biggest net entering global routing at 35
* Final Wtd Congestion at 0.9921
* I/O Buffers at around 330
* Chip area in the Yosys report at about 3200 sq um
* Max cap viols at 0
* Final setup vio count at 0
* Share of cells above drive strength 1 at 0.07508
* Leak pwr at approximately 2.7 nW
* Adder share at 0
* DP HPWL at between 15000 and 20000 um
* Status: complete, no violations
* P per Cell Area at between 50 and 60 nW/um^2
* Top fanout value on the critical path at 18
* Die outline area at around 24000 sq um
* DR DRC count at 0
* Area share of the largest cell type after synthesis at 0.5972
* Arr. time, crit path at ~4200 ps
* Layout Utilization at 0.3683
* Yosys Instances at roughly 370
* Worst hold slack at 4502 ps
* Final wirelength at ~21000 um
* Flops at 0
* Log Warnings at 32
* Simple share at 0.08631
* Crit-path slowest cell: or3b_2
* Logic pwr share at 1.000
* Setup_tns at 0 ps
* Warnings from Yosys at 1
* Logic area at about 3000 sq um
* Postcts setup bufs at 0
* Main logic family: multiplexers
* Total track usage at 0.1577
* Row count at ~49
* Register area at 0 sq um
* DIE HEIGHT at around 160 um
* Post-Synthesis Cell Area at ~3200 sq um
* DR WL/cell at 22.94 um
* Slew headroom at 0.4851
* First-pass GRT wire length at 29630 um
* Synth Instances at 372
* Grt ovf at 0
* # hold bufs at CTS at 0
* CP Data Required Time at around 7200 ps
* Distinct lib cells at 15
* Net Sw Frac at 0.3627
* Critical path capture point type: output port
* Final Power at ~0.00035 W
* Initial drt markers at between 150 and 200
* Crit share post-route at 0.6687
* Max stage delay on crit path at 830 ps
* Max VDD drop at ~0.000027 V
* Sw power at approximately 0.00013 W
* Setup Crit Path Kind: in -> out
* Clock share of power at 0
* Sequential Power Share at 0
* CORE AREA at 17960 sq um
* Worst setup SP type: input pin
* Final hold viol count at 0
* Via Count at 4340
* Fin cells at between 800 and 900
* Syn_area_per_cell at approximately 8.7 sq um
* Final Max Slew Viols at 0
* Initial antenna violation count at 0
* Clock buffers at 0
* Top cells, area: mux2i_1, o221ai_2, o221ai_1, nand2_1, buf_2
* RSZ-0062 raised after global routing: false
* Critical path cell sequence: buf_2 > or3b_2 > buf_4 > o221ai_2 > clkdlybuf4s50_1
* Seq/Total Area, Yosys at 0
* Drt first pass iters at 4
* Post-cts gate resize count at 0
* Fp_density at 0.1791
* Tightest Hold Check Type: in -> out
* DR vias/cell at about 4.8
* I/O pins at between 300 and 400
* Aoi share at 0.2379
* Minimum clock period at between 6000 and 7000 ps
* Multiplexer share at 0.5972
* Max Fclk at approximately 170 MHz
* P_int at 0.0002229 W
* Dpl cells at roughly 900
* Number of global-route vias before repair at 4596
* Yosys top cell by area: mux2i_1
* XOR Share, Synth at 0
* Antenna fix cells at 0
* Tightest Pin Transition at 772.4 ps
* Antenna Violating Nets Remaining at 0
* Filler cell count at ~1800
* Area growth syn-to-layout at 105.6%
[through the flow]
stage / setup slack (ps) / cell area [sq um]
after detailed placement: 2975 / 6615
after global routing: 2913 / 6615
after CTS: 2927 / 6615
final: 2982 / 6615
after global placement: 3023 / 6615
after floorplan: 4494 / 3218
[cells by family (layout without fill, tap and decap cells)]
kind of cell,count (synthesis),in the layout
AOI/OAI and AO/OA,65,65
buffers and inverters,45,339
muxes,192,192
and+or+nand+nor,70,70
[routing by layer]
metal  part of all wire  GRT usage  wire, um  vias to the layer above
met3              0.089    0.04814      1828                        8
met5                  0          0         0                        -
met1               0.40     0.1854      8146                     2043
met2               0.51     0.2846     10410                      220
li1                   -          -         -                     2069
met4             0.0069    0.01215       141                        0
[path summary, 6_finish.rpt]
path      startpoint                 end  slack (ps)  cells past startpoint
min   rs1_forward[0]  rs1_for_branch[24]        4500                      3
max   rs1_forward[0]         alu_rs1[18]        2980                      5
[Yosys cell counts (all sizes together)]
cell,instances
or3b,1
nor2,1
mux2i,192
inv,1
o221ai,63
nand2,64
clkbuf,14
buf,30
o21ai,1
or3,2
o31a,1
nor2b,2
[power groups by stage]
stage	Clock, W	Sequential (W)	Combinational (W)
6_report	0	0	0.000350
4_1_cts	0	0	0.000355
5_1_grt	0	0	0.000376
[layout make-up]
type | count | area share
Timing Repair Buffer | 338 | 0.5054
Multi-Input combinational cell | 327 | 0.4507
Tap cell | 229 | 0.04331
Inverter | 1 | 0.0005674
[critical path: cells and delay by family]
family,cells,cell delay [ps]
buffers and inverters,3,1370
AND-OR/OR-AND,1,190
AND/OR/NAND/NOR,1,830
[cells in the final DEF, fill, tap and decap left out, types with 2 or more instances in the layout]
cell	netlist	routed
buf_2	22	2
buf_4	1	12
clkdlybuf4s50_1	0	324
mux2i_1	192	192
nand2_1	64	64
nor2b_4	0	2
o221ai_1	31	31
o221ai_2	32	32
Power is estimated from default activity; no workload was simulated.
