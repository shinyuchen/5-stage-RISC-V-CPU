[flow/design.v]
module id_ex_reg (
    input                 clk, 
    input                 rst_n,
    input                 branch,
    input                 hazard,
    input      [ 31 : 0 ] if_id_pc,
    input      [  6 : 0 ] if_id_funct7,
    input      [  2 : 0 ] if_id_funct3,
    input      [ 31 : 0 ] if_id_inst,  
    input      [ 12 : 0 ] id_ctrl,
    input      [ 31 : 0 ] id_imm,
    input      [  4 : 0 ] id_rs1_idx,
    input      [  4 : 0 ] id_rs2_idx,
    input      [  4 : 0 ] id_rd_idx,
    input      [ 31 : 0 ] id_rs1_data,
    input      [ 31 : 0 ] id_rs2_data,
    output reg [ 31 : 0 ] id_ex_pc,
    output reg [ 12 : 0 ] id_ex_ctrl,
    output reg [ 31 : 0 ] id_ex_imm,
    output reg [  4 : 0 ] id_ex_rs1_idx,
    output reg [  4 : 0 ] id_ex_rs2_idx,
    output reg [  4 : 0 ] id_ex_rd_idx,
    output reg [ 31 : 0 ] id_ex_rs1_data,
    output reg [ 31 : 0 ] id_ex_rs2_data,
    output reg [  6 : 0 ] id_ex_funct7,
    output reg [  2 : 0 ] id_ex_funct3,
    output reg [ 31 : 0 ] id_ex_inst   
);
    always @(posedge clk or negedge rst_n) begin
        if (~rst_n) begin
            id_ex_pc       <= 'd0;  
            id_ex_ctrl     <= 'd0;  
            id_ex_imm      <= 'd0;  
            id_ex_rs1_idx  <= 'd0;  
            id_ex_rs2_idx  <= 'd0;  
            id_ex_rd_idx   <= 'd0;  
            id_ex_rs1_data <= 'd0;
            id_ex_rs2_data <= 'd0;
            id_ex_funct7   <= 'd0;
            id_ex_funct3   <= 'd0;
            id_ex_inst     <= 'd0;
        end
        else begin
            id_ex_pc       <= if_id_pc;  
            id_ex_ctrl     <= (branch | hazard) ? 0 : id_ctrl;  
            id_ex_imm      <= id_imm;  
            id_ex_rs1_idx  <= id_rs1_idx;  
            id_ex_rs2_idx  <= id_rs2_idx;  
            id_ex_rd_idx   <= id_rd_idx;  
            id_ex_rs1_data <= id_rs1_data;
            id_ex_rs2_data <= id_rs2_data;
            id_ex_funct7   <= if_id_funct7;
            id_ex_funct3   <= if_id_funct3;
            id_ex_inst     <= (branch | hazard) ? 0 : if_id_inst;
        end
    end
endmodule
[flow/run.sh]
#!/bin/bash
# OpenROAD 26Q1-2900-gdf79404cd8, Yosys 0.63+post, stock flow scripts
make -C /OpenROAD-flow-scripts/flow DESIGN_CONFIG=/design/flow/config.mk WORK_HOME=/design/flow/orfs finish
[flow/config.mk]
export PLATFORM = sky130hd
export DESIGN_NAME = id_ex_reg
export DESIGN_NICKNAME = id_ex_reg
export VERILOG_FILES = /design/flow/design.v
export SDC_FILE = /design/flow/constraint.sdc
export NUM_CORES = 4
export LEC_CHECK = 1
export CORE_AREA = 10 10 210 210
export DIE_AREA = 0 0 220 220
[flow/constraint.sdc]
current_design id_ex_reg

set clk_period 1.0
set clk_io_pct 0.2

create_clock -name clk0 -period $clk_period [get_ports {clk}]

set non_clock_inputs [all_inputs -no_clocks]
set_input_delay [expr $clk_period * $clk_io_pct] -clock clk0 $non_clock_inputs
set_output_delay [expr $clk_period * $clk_io_pct] -clock clk0 [all_outputs]
==> impl_report.txt <==
==== FLOW RESULTS ====
----------------------------------------------------
[Synth]
  Synth unique cells ........................ 4
  Post-synth seq share ........................ 0.884
  Top-area cell share ........................ 0.884
  Number of warnings printed during yosys synthesis ........................ 1
  Number of cells in the yosys synthesis report ........................ between 200 and 300
  Average instance area after synthesis ........................ roughly 22 µm²
  Largest cells by area ........................ dfrtp_1 88%, nor3b_2 8.9%, buf_6 2.0%
  Instance count of the mapped netlist ........................ ~250
  Total cell area reported by yosys after synthesis ........................ 5610 µm²
  Seq cells post-synth ........................ approximately 200
  Netlist Area Pre-Place ........................ around 5600 µm²
  Dominant cell type by area after synthesis ........................ dfrtp_1

[Timing]
  Measured slew at the worst slew-check pin ........................ 464 ps
  Worst slew margin ........................ 0.691
  Total Neg Setup Slack ........................ -24080 ps
  Fraction of the cycle the final worst path needs ........................ 1.18
  Minimum period implied by the final worst setup slack ........................ between 1000 and 1500 ps
  Crit path setup slack, layout ........................ -176 ps
  Highest Clock Rate ........................ approximately 850 MHz
  Final setup violation count ........................ between 150 and 200
  Number of pins exceeding their max-slew limit in the final report ........................ 0
  RSZ-0062 raised after global routing ........................ yes
  Count of endpoints failing hold in the final timing report ........................ 0

[Setup path]
  Arrival @ worst endpoint ........................ just under 1000 ps
  Delay of the slowest cell on the worst path ........................ around 400 ps
  Critical path's top delay family ........................ flip-flops
  Sum of buffers and inverters on the critical path ........................ 1
  Startpoint kind of the worst setup timing path ........................ flop
  Critical Path End Type ........................ output pin
  Maximum fanout along the worst path ........................ 1
  Critical path required time ........................ around 800 ps
  Type of the worst setup path ........................ reg -> out
  Path length in cells of the critical path ........................ 1
  Crit-path cells ........................ buf_2
  Cell with the largest stage delay on the worst path ........................ dfrtp_1

[Route]
  DRC violation count after routing ........................ 0
  Vias ........................ roughly 3800
  Wirelength per Cell ........................ 17.7 µm
  First-pass detailed-route iteration total ........................ 3
  First DRT Iteration DRCs ........................ 127
  Final routed wirelength across all metal layers ........................ 21.7 mm
  Post-detailed-route via-to-cell ratio ........................ approximately 3.1
  Post-route ant nets ........................ 0

[Run]
  Number of warnings the tools reported ........................ 27
  Max-cap check violation count ........................ 0

[Clock network]
  Number of buffers added by the clock tree synthesis step ........................ 17
  TritonCTS clock tree ........................ built
  Clk pin slew, worst setup/hold paths ........................ 80 ps
  Postcts setup bufs ........................ 0
  Buffer depth of the longest clock path ........................ 2
  CTS Root Cell ........................ clkbuf_16
  Clock sink count ........................ between 150 and 200
  H-tree lvl count ........................ 4

[Outcome]
  Violations in the final reports ........................ negative setup slack
  Status ........................ finished with violations

[GRT]
  Remaining Overflow, GRT ........................ 0
  Vias in the first global route ........................ between 4000 and 5000
  Number of antenna violations at the first check in global routing ........................ 3
  Gr usage total ........................ 0.0864
  Global-route wire length before repair ........................ about 30 mm
  Largest net degree at the start of global routing ........................ between 80 and 90

[Floorplanning]
  # IOs ........................ 400
  Chip footprint ........................ approximately 48000 µm²
  Die Height ........................ ~220 µm
  Starting density of the core ........................ 0.141
  Die x size ........................ 220 µm
  Number of core rows ........................ between 70 and 80
  Area of the core region ........................ just under 40000 µm²

[Min path]
  Terminating pin of the worst hold path ........................ id_ex_inst[25]
  Classification of the worst-slack hold path ........................ in -> reg
  Number of cells on the worst hold path ........................ 2
  Worst hold path startpoint ........................ branch

[Finish]
  Sequential standard cell area ........................ about 5000 µm²
  Share of cells above drive strength 1 ........................ 0.425
  Layout filler cell count ........................ between 4000 and 5000
  Non-filler cells, final ........................ between 1000 and 1500
  Area growth from synthesis to layout ........................ 80.2%
  Comb gate area ........................ approximately 540 µm²
  Utilization of the core after routing ........................ 0.255

[Place]
  Cell count after placement ........................ approximately 1200
  Global placer's final weighted congestion ........................ about 0.8
  Post-Place Worst Slack ........................ -130 ps
  Final HPWL DP ........................ between 15 and 20 mm
  Port-buffer cells ........................ roughly 400

[Power]
  Power per cell area ........................ 1690 nW/µm²
  Post-layout total power ........................ between 15 and 20 mW
  Leak pwr ........................ 4.61 nW
  Maximum resistive drop on vdd ........................ about 0.0012 V

----------------------------------------------------
==> stage by stage <==
step / hold slack (ps) / instance area [µm²]
CTS: 98.0 / 10100
global placement: 197 / 10400
global route: 113 / 10100
finish: 119 / 10100
detailed placement: 198 / 10400
floorplan: -95.6 / 5610
==> placed cells by master (no fill, tap or decap), types with 2 or more instances in the layout <==
cell type        netlist  final
buf_4                  0     15
clkbuf_16              0     17
buf_6                 10      7
buf_2                  0    193
clkinvlp_4             0      2
clkinv_8               0      2
nor3b_1                5      5
nor3b_2               40     40
buf_12                 0      8
clkdlybuf4s50_1        0    198
inv_8                  0      3
clkbuf_8               0      2
dfrtp_1              198    198
inv_6                  0      5
==> kinds of logic after synthesis <==
group / share of synthesized area
buffers and inverters: 0.0201
flip-flops: 0.884
AND/OR/NAND/NOR: 0.0960
==> area by class of cell <==
type | count | share of cell area
Antenna cell | 1 | 0.000248
Sequential cell | 198 | 0.490
Multi-Input combinational cell | 45 | 0.0533
Timing Repair Buffer | 424 | 0.332
Clock inverter | 14 | 0.0159
Clock buffer | 18 | 0.0435
Tap cell | 525 | 0.0650
==> worst max path at each step <==
stage / from / endpoint
6_report: id_ex_rs1_data[29] / id_ex_rs1_data[29]
5_1_grt: id_ex_inst[14] / id_ex_inst[14]
4_1_cts: id_ex_inst[14] / id_ex_inst[14]
==> timing repair <==
| action | 4_1_cts | 5_1_grt |
|---|---|---|
| endpoints found under the setup margin | 198 | 198 |
| gates resized | 659 | 0 |
| hold buffers | 1 | 0 |
| endpoints found under the hold margin | 198 | 0 |
| cloned | 0 | 0 |
==> cell usage after synthesis (all sizes together) <==
cell type,n
nor3b,45
dfrtp,198
buf,10
==> power by group <==
part	internal, mW	switching [mW]	total (mW)
clock network	3.63	3.37	7.00
logic	1.12	0.526	1.64
registers	8.38	0.0867	8.46
==> flip-flops by register name, summed over array words and instances, names as in the netlist <==
signal and cells:
id_ex_rs1_data 32, id_ex_inst 32, id_ex_rs1_idx 5, id_ex_imm 32
id_ex_pc 32, id_ex_rs2_idx 5, id_ex_rs2_data 32, id_ex_rd_idx 5
id_ex_funct7 7, id_ex_ctrl 13, id_ex_funct3 3
==> routing by layer <==
layer	share of wire	wire length, µm	vias to the layer above	track usage
met5	0.0018	40	-	0
met4	0.019	410	6	0.0151
met3	0.12	2710	21	0.0461
met2	0.50	10800	226	0.143
met1	0.36	7710	1885	0.0989
li1	-	-	1678	-
No activity file was given, so power comes from the tool's default toggle rates.
